`design.v`:
```
module rf(
  input             clk,
  input  [7:0]      di,				 
  input             we,		             
  input  [3:0]      ptr_w,                
  input  [1:0]      ptr_a,                
  input  [2:0]      ptr_b,
  output logic[7:0] do_a,   		  
                    do_b,
		    do_acc);
  logic  [7:0] core[9];				     
  always_ff @(posedge clk) if(we)		 
	core[ptr_w] <= di;
  always_comb do_a = core[ptr_a];		 
  always_comb do_b = core[ptr_b];        
  always_comb do_acc = core[8];
endmodule
```
`run.sh`:
```
#!/bin/bash
# OpenROAD 26Q1-2900-gdf79404cd8, Yosys 0.63+post, stock flow scripts
make -C /OpenROAD-flow-scripts/flow DESIGN_CONFIG=/design/flow/config.mk WORK_HOME=/design/flow/orfs finish
```
`config.mk`:
```
export PLATFORM = sky130hd
export DESIGN_NAME = rf
export DESIGN_NICKNAME = rf
export VERILOG_FILES = /design/flow/design.v
export SDC_FILE = /design/flow/constraint.sdc
export NUM_CORES = 4
export LEC_CHECK = 1
export CORE_UTILIZATION = 50
```
`constraint.sdc`:
```
current_design rf

set clk_period 3.6
set clk_io_pct 0.2

create_clock -name clk0 -period $clk_period [get_ports {clk}]

set non_clock_inputs [all_inputs -no_clocks]
set_input_delay [expr $clk_period * $clk_io_pct] -clock clk0 $non_clock_inputs
set_output_delay [expr $clk_period * $clk_io_pct] -clock clk0 [all_outputs]
```
==> flow_summary.ini <==
; generated from flow reports
[pwr]
vdd_drop_max_v = 0.000259
swShare_pct = 20.6
intPower_mw = 1.27
power_frac_comb_pct = 8.3
power_frac_seq_pct = 59.2
p_leak_nw = 1.23
p_per_area_nw_per_um2 = 431
p_sw_mw = 0.329
pwr-share-clk_pct = 32.5

[cts]
post_cts_resized = 0
cts_root_buf = clkbuf_8
cts.clk_slew.worst_paths_ns = 0.07
cts_hold_buf = 0
postCtsSetupBuffers = 0
cts_tree = done
cts.sinks = 72
cts_made_buffers = 9
cts.path.max_buffers = 2
htreeDepth = 3

[route]
diodes = 0
drtPass1Iterations = 4
routed_wl_um = 5640
drc_errors = 0
via_per_inst = 5.75
drt_iter0_markers = 87
via_count = 1502
ant_nets = 0
wl_per_cell_um = 21.6

[sta]
hold_violations = 0
rsz0062_at_grt = no
timing.setup.tns_ns = 0
slew_viol_final = 0
min_period_ns = 3.40
timing.final.crit_share_pct = 94.4
setup_viol = 0
relSlewSlack_pct = 62.8
tightest_slew_ns = 0.554
max_freq_mhz = 294

[place]
place_congestion = 0.764
port_buffers = 42
dp_hpwl_um = 3620

[floorplanning]
fp_util_pct = 53.1
die_x_um = 79.2
pin_count = 43
dieArea_um2 = 6270
num_rows = 27
die_h_um = 79.2
coreArea_um2 = 5610

[grt]
overflow = 0
grt_max_degree = 17
first_global_vias = 1637
grt_pass1_wl_um = 8450
antenna_found_initial = 0
grt_usage_pct = 21.8

[flow_run]
log.warning_count = 26
max_cap_viol_count = 0

[logic_synthesis]
avgSynthCellArea_um2 = 23.6
synth_cells = 126
ys_top_logic_family = multiplexers
ys_cells = 126
netlist_area_um2 = 2980
mux_share_pct = 23.1
synth_top_area_share_pct = 72.6
ys_types = 15
yosys_area_um2 = 2980
aoi_share_pct = 0
ys_sh_xor_pct = 0
synthSimpleGateAreaFrac_pct = 2.60
adder_share_pct = 0
ys_ff = 72
yosysWarnings = 1
ys_seq_share_pct = 72.6
netlist.top_cell.by_area = edfxtp_1
topCellsByArea = edfxtp_1, mux4_1, mux4_2

[hold_path]
min_to = core[8][6]
hold_class = primary input to register
worstHoldStart = di[6]
min_path_cells = 1

[final_layout]
lay_top_cells = edfxtp_1, clkdlybuf4s50_1, mux4_1
top_register = core
layout-drive-gt1-share_pct = 23.3
areaGrowthSynthToFinish_pct = 24.3
layout_top_cell = edfxtp_1
reg_top3 = core x72
largest_register_ffs = 72
final_util_pct = 66.0

[critical_path]
critical_path_class = primary input to output pin
critPathArrivalTime_ns = 2.68
cp-start-kind = primary input
endpoint_kind = output pin
crit_required_ns = 2.88
crit_fanout = 16

[outcome]
run_status = complete, no violations
-- metal layers --
layer  share of wire [%]  up-vias  GRT usage [%]  wire length (µm)
li1                    -      671              -                 -
met1                  36      725           32.1              2050
met2                  50      102           31.9              2800
met3                  13        4           14.8               750
met4                0.67        0           2.18                38
met5                   0        -              0                 0
-- synth_stat cells --
master and number:
buf_6 1, nor3_1 3, or3b_2 1, nand3b_1 2
buf_12 1, clkbuf_1 1, nand2_1 1, edfxtp_1 72
buf_1 2, mux2_2 8, nand2b_1 2, buf_2 2
nor2_1 6, mux4_2 9, mux4_1 15
-- cells by family after synthesis --
logic type | Yosys count
buf+inv | 7
simple gates | 15
mux | 32
flops | 72
-- metrics by stage --
step                      power (mW)  worst slack, ns  std cells  hold WS (ns)  area [µm²]
final                           1.60            0.202        261          1.13        3700
after global routing            1.65            0.156        261          1.15        3700
after CTS                       1.61            0.194        261          1.12        3700
after detailed placement        1.10            0.202        245          1.46        3540
after global placement          1.09            0.218        245          1.46        3540
after floorplan                 1.02             1.15        126         0.819        2980
-- power by group through the flow --
stage / clock [mW] / sequential (mW) / combinational (mW)
after CTS: 0.531 / 0.944 / 0.135
final: 0.519 / 0.944 / 0.132
after global routing: 0.561 / 0.945 / 0.143
-- how the worst max path moves through the flow --
stage	startpoint	endpoint	slack, ns
CTS	ptr_b[0]	do_b[0]	0.19
global route	ptr_b[0]	do_b[0]	0.16
finish	ptr_b[0]	do_b[0]	0.20
-- final cells by class --
cell class	count	area, µm²
multi-input combinational	47	764
sequential	72	2160
fill	391	1910
clock inverter	7	38.8
tap	72	90.1
timing repair buffer	54	523
clock buffer	9	124
-- critical path, cell delays in order --
cell and delay, ns:
clkdlybuf4s50_1 0.50, buf_12 0.18, mux4_1 0.57, mux2_2 0.28, clkdlybuf4s50_1 0.41
Power figures rest on the tool's default switching activity, not on a simulated workload.
