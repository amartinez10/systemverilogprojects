--- ./run.sh ---
#!/bin/bash
# OpenROAD 26Q1-2900-gdf79404cd8, Yosys 0.63+post, stock flow scripts
make -C /OpenROAD-flow-scripts/flow DESIGN_CONFIG=/design/flow/config.mk WORK_HOME=/design/flow/orfs finish
--- ./config.mk ---
export PLATFORM = sky130hd
export DESIGN_NAME = pc
export DESIGN_NICKNAME = pc
export VERILOG_FILES = /design/flow/design.v
export SDC_FILE = /design/flow/constraint.sdc
export NUM_CORES = 4
export LEC_CHECK = 1
export CORE_AREA = 10 10 77 77
export DIE_AREA = 0 0 87 87
--- ./constraint.sdc ---
current_design pc

set clk_period 4.5
set clk_io_pct 0.2

create_clock -name clk0 -period $clk_period [get_ports {clk}]

set non_clock_inputs [all_inputs -no_clocks]
set_input_delay [expr $clk_period * $clk_io_pct] -clock clk0 $non_clock_inputs
set_output_delay [expr $clk_period * $clk_io_pct] -clock clk0 [all_outputs]
--- ./design.v ---
import definitions::*;
module pc (
  input        [3:0] op, 		  
  input              z,		      
  input signed [7:0] bamt,		  
  input              clk,	      
  input              reset,		  
  output logic [7:0] PC);		  
  assign brel = z && (op==kBNE || op==kBEQ);	  
  always_ff @(posedge clk) 
    if(reset)					  
	  PC <= 'b0;
    else if (brel)  
	  PC <= PC + bamt;
    else			 
	  PC <= PC + 'b1;			 
endmodule
==> out/qor.yml <==
p_leak_nw: 0.352
maxSlewHeadroom_pct: 65.1
crit_arrival_ns: 3.58
dieArea_um2: 7570
routedLengthMet1_um: 690
post_cts_resized: 0
cts_tree: "built"
comb_power_share_pct: 23.7
placementRows: 24
path_max_fanout: 9
dr.first_iter.drc_count: 7
hold_viol: 0
min_period_ns: 3.43
skew_ns: 0.00490
cts.sinks: 8
adder_share_pct: 18.0
rsz0062_at_grt: "false"
top_layer: "met4"
p_sw_mw: 0.0542
ys_sh_mux_pct: 1.88
top_regs: "PC: 8 flops"
max_clock_freq_ghz: 0.292
die_w_um: 87
drv_cap: 0
required_ns: 4.65
routed_wl_um: 1570
ys_sh_aoi_pct: 19.0
viasPerCell: 3.95
p_sw_share_pct: 24.3
setup.worst_path.end_class: "flop"
worstSetupStartpointType: "input pin"
avgSynthCellArea_um2: 8.95
finalClockPeriodUsage_pct: 76.2
yosys-stat-area_um2: 599
drtAntennaViolNets: 0
path_buffers: 2
hold_buffers: 0
clockPowerShare_pct: 39.7
post-route-util_pct: 20.9
initial_core_util_pct: 13.8
post-dp-hpwl_um: 1320
clkSlewWorstSetupHoldPaths_ns: 0.04
die_h_um: 87
ys_cells: 67
synth-edff-count: 0
dr_wl_met2_um: 688
routabilityCongestion: 0.847
routed-wl-met3_um: 159
antenna_cells: 0
ioPinCount: 23
xor_area_share_pct: 0
firstDrtPassIters: 2
yosys-top-cells-area: "dfxtp_1 (27%), ha_1 (15%), and2_2 (6.3%)"
grt_pass1_wl_um: 2600
top_area_cell: "dfxtp_1"
insertion_delay_ns: 0.23
setup.worst_path.class: "in2reg"
stdcell_count: 142
antenna_found_initial: 0
cp_slowest_cell: "nor4b_4"
clk_path_buf_depth: 2
simple_gate_share_pct: 31.3
synthTopLogicFamily: "simple AND/OR/NAND/NOR gates"
wire_per_inst_um: 11.0
drcViolationCount: 0
hold_class: "reg2reg"
crit_chain: "clkdlybuf4s50_1 -> nor4b_4 -> nand2_1 -> inv_1 -> ha_1 -> a211oi_1 -> nor4b_1 -> or4_1 -> a21oi_1"
yosys_warnings: 7
dp.cells: 139
synth_flop_count: 8
core_region_area_um2: 4350
drive_gt1_share_pct: 12.2
largest_reg_flops: 8
yosysUniqueCellTypes: 29
final_max_slew_viol_count: 0
ys_async_sr_fraction_pct: 0
worst_pin_slew_ns: 0.522
p_per_area_nw_per_um2: 245
hold_ws_ns: 0.591
cts-root-buf: "clkbuf_8"
layout-area-overhead-vs-synth_pct: 52.2
outcome: "completed"
grt_overflow: 0
p_seq_share_pct: 36.6
synthFlopType: "dfxtp_1"
netlist_area_um2: 599
post-cts-setup-buffers: 0
synthesis.instances: 67
num_vias: 561
cp_slowest_stage_delay_ns: 0.54
grt_pass1_vias: 586
cts_buffers: 3
most_common_cell: "dfxtp_1"
portBuffers: 21
warnings: 26
top_register: "PC"
ir_worst_vdd_uv: 76.7
setup_tns_ns: 0
ys_seq_share_pct: 26.7
path_delay_family: "simple AND/OR/NAND/NOR gates"
finalSetupViolations: 0
grt_start_max_net_pins: 13
htreeDepth: 1
grt.total_usage_pct: 4.16
synthTopCellsByCount: "dfxtp_1 (8), ha_1 (7), and2_2 (5), nor3_1 (5)"
power.internal_mw: 0.169
synth.top_cell.area_share_pct: 26.7
[worst min-delay path: cells and delay by family (launching register included)]
| family | cells | cell delay (ns) |
|---|---|---|
| DFF | 1 | 0.33 |
| adders and majority gates | 1 | 0.12 |
| and+or+nand+nor | 1 | 0.10 |
[per-layer routing]
metal | up-vias | GRT usage, %
met5 | - | 0
met4 | 0 | 0.736
met3 | 5 | 1.98
met2 | 16 | 6.40
met1 | 245 | 5.22
li1 | 295 | -
[cells by family after synthesis]
group / count (synthesis)
AND-OR/OR-AND: 17
flip-flops: 8
multiplexers: 1
adder cells (fa/ha/maj): 8
buffers and inverters: 5
AND/OR/NAND/NOR: 28
[area by class of cell]
class | count | area (um2)
flip-flops and latches | 8 | 160
multi-input cells | 54 | 420
inverters | 4 | 15.0
clock buffers | 3 | 41.3
repair buffers | 21 | 210
fillers | 464 | 3440
well taps | 52 | 65.1
[metrics by stage]
step | area, um2 | power, mW | worst slack, ns
5_1_grt | 912 | 0.238 | 0.827
2_1_floorplan | 599 | 0.106 | 1.63
4_1_cts | 912 | 0.227 | 1.00
6_report | 912 | 0.224 | 1.07
3_3_place_gp | 871 | 0.137 | 0.799
3_5_place_dp | 871 | 0.137 | 0.782
[cell usage in the layout (no fill, tap or decap), drive strengths merged, types with 2 or more instances in the layout]
cell type	instances
a211oi	2
a21oi	5
and2	5
clkbuf	3
clkdlybuf4s50	21
dfxtp	8
ha	7
inv	4
nand2	2
nor2	4
nor2b	4
nor3	5
nor4b	2
o211ai	2
o21a	2
o21ai	2
[final timing paths]
kind | startpoint | end | slack (ns) | cells past startpoint
worst min register to register | PC[0]$_SDFF_PP0_ | PC[0]$_SDFF_PP0_ | 0.59 | 2
worst min-delay path | PC[0]$_SDFF_PP0_ | PC[0]$_SDFF_PP0_ | 0.59 | 2
worst max register to register | PC[1]$_SDFF_PP0_ | PC[7]$_SDFF_PP0_ | 2.60 | 5
worst max-delay path | op[3] | PC[7]$_SDFF_PP0_ | 1.07 | 9
[power groups by stage]
stage     Combinational (mW)  Sequential, mW  Clock [mW]
4_1_cts               0.0544          0.0820      0.0906
5_1_grt               0.0607          0.0825      0.0947
6_report              0.0530          0.0819      0.0887
Power and IR drop assume default switching activity.
