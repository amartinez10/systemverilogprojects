==> design/flow/design.v <==
module dmem(
  input      clk,					 
             we,			         
  input[7:0] addr,					 
  input[7:0] di,					 
  output logic[7:0] dout);			 
  logic[7:0] guts[256];				 
  always_ff @(posedge clk) if (we)	 
    guts[addr] <= di;
  always_comb						 
    dout = guts[addr];
endmodule
==> design/flow/run.sh <==
#!/bin/bash
# OpenROAD 26Q1-2900-gdf79404cd8, Yosys 0.63+post, stock flow scripts
make -C /OpenROAD-flow-scripts/flow DESIGN_CONFIG=/design/flow/config.mk WORK_HOME=/design/flow/orfs finish
==> design/flow/config.mk <==
export PLATFORM = sky130hd
export DESIGN_NAME = dmem
export DESIGN_NICKNAME = dmem
export VERILOG_FILES = /design/flow/design.v
export SDC_FILE = /design/flow/constraint.sdc
export NUM_CORES = 4
export LEC_CHECK = 1
export CORE_UTILIZATION = 30
==> design/flow/constraint.sdc <==
current_design dmem

set clk_period 17.5
set clk_io_pct 0.2

create_clock -name clk0 -period $clk_period [get_ports {clk}]

set non_clock_inputs [all_inputs -no_clocks]
set_input_delay [expr $clk_period * $clk_io_pct] -clock clk0 $non_clock_inputs
set_output_delay [expr $clk_period * $clk_io_pct] -clock clk0 [all_outputs]
==> flow_summary.toml <==
# generated from flow reports
[yosys]
ys_seq_elements = 2048
ys_sh_mux_pct = 14.7
synthTopCellsByArea = "edfxtp_1, mux4_2, a22oi_1"
yosys_area_um2 = 78300
edf_count = 2048
synth_area_leader_cell = "edfxtp_1"
synth_seq_share_pct = 78.5
synth-simple-area-share_pct = 1.74
yosys_warnings = 1
synth_area_um2 = 78300
yosys-stat-cells = 3539
ys_types = 21
synth_area_per_cell_um2 = 22.1
ff_type = "edfxtp_1"
logic_family = "multiplexers"
aoi_share_pct = 3.63
synth_cells = 3539
ys_sh_adder_pct = 0
async_flop_share_pct = 0
xor_share_pct = 0
top_cell_area_share_pct = 78.5

[finish]
fillCellCount = 23648
area_growth_pct = 14.8
top_register = "guts"
layout-drive-gt1-share_pct = 25.7
fin_area_um2 = 89900
largest_register_ffs = 2048
mostFrequentLayoutCell = "edfxtp_1"
final_util_pct = 34.6
most-common-layout-cells = "edfxtp_1, mux4_2, a22oi_1"
top_regs = "guts (2048)"

[final_timing]
worst_slack_ps = 4720
finalClockPeriodUsage_pct = 73.0
slew_viol_final = 0
period_needed_ps = 12780
rsz0062_at_grt = "false"
fmax_mhz = 78.2
fin_setup_tns_ps = 0
hold_viol = 0
worst_slew_pin_slew_ps = 1290
setup_viol = 0
slew_headroom_pct = 12.8

[floorplan]
die_w_um = 513
core-area_um2 = 260000
fp_util_pct = 30.2
rows = 187
ioPinCount = 26
die_height_um = 513
dieArea_um2 = 263000

[global_route]
grt_pass1_wl_um = 279000
use_met3_pct = 11.3
met1_usage_pct = 17.8
top_usage_layer = "met2"
overflow = 0
grt_max_degree = 125
grtUsageTotal_pct = 15.6
grtUsageMet2_pct = 23.6
antenna_found_initial = 6
first_global_vias = 41203

[routing]
postRouteAntennaNets = 0
drt_wl_total_um = 189000
via_per_inst = 5.06
drtIter0Drc = 2767
dr.pass1.iters = 5
routed-via-count = 36821
post-route-drc-count = 0
wire_per_inst_um = 26.0

[clock_tree]
clk_pin_slew_ps = 50
cts_htree_levels = 4
cts_setup_buffers = 0
cts_tree = "built"
cts-root-buf = "clkbuf_16"
postCtsHoldBufs = 0
cts_sinks = 2048
cts_made_buffers = 205
cts_buffer_depth = 3
cts_resized = 0

[critical_path]
cpPeakStageDelay_ps = 1160
critPathMaxFanout = 69
cp_num_cells = 11
end_kind = "output port"
path_delay_family = "buffers and inverters"
critPathBufInv = 6
crit_type = "in -> out"
worst_ep_arrival_time_ps = 9280
worst_ep_required_time_ps = 14000
critPathLaunchType = "input port"
path_cells = "buf_8 > buf_12 > buf_12 > buf_4 > mux4_2 > a22oi_1 > a21oi_1 > o41ai_1 > buf_4 > nand4_1 > clkdlybuf4s50_1"
slowest_stage = "o41ai_1"

[power_and_ir_drop]
p_comb_share_pct = 4.4
powerDensity_nw_per_um2 = 113
sequentialPowerShare_pct = 53.0
power_frac_clock_pct = 42.5
switching_share_pct = 21.0
leakagePower_uw = 0.0269
p_switching_uw = 2140
ir_drop_v = 0.0000942
finalPower_uw = 10200
power.internal_uw = 8060

[placed_design]
hpwl_um = 111000
place.gp.congestion = 0.853
post-place-ws_ps = 4620
io_buffers = 25
placed_area_um2 = 83300

[min_path]
min_path_type = "in -> reg"
min_path_cells = 1

[job]
openroad.warnings = 38
cap_viol_max_count = 0

[outcome]
status = "complete, no violations"
[cells in the mapped netlist, types with 6 or more instances]
library cell	count
edfxtp_1	2048
mux4_2	512
a22oi_1	256
nor2_1	232
clkbuf_1	145
a21oi_1	128
buf_2	36
o41ai_1	32
nor3_1	30
nand2_1	28
buf_1	19
buf_4	16
buf_6	16
nand3_1	13
nand4_1	8
nor2b_1	7
nand2b_1	6
[through the flow]
stage                     cells  hold slack [ps]
after global placement     6908             3980
final                      7283             3130
after floorplan            3539             3600
after global routing       7282             3110
after CTS                  7279             3080
after detailed placement   6908             3990
[power by group through the flow]
stage                 Clock [uW]  Combinational [uW]  Sequential, uW
after CTS                   4420                 462            5410
after global routing        4600                 487            5410
final                       4340                 452            5410
[layout make-up]
| type | count | area, um^2 | share of cell area (%) |
|---|---|---|---|
| Inverter | 1 | 3.75 | 0.00417 |
| Clock buffer | 243 | 5270 | 5.86 |
| Antenna cell | 4 | 10.0 | 0.0111 |
| Tap cell | 3402 | 4260 | 4.73 |
| Timing Repair Buffer | 199 | 1720 | 1.91 |
| Clock inverter | 128 | 1410 | 1.56 |
| Sequential cell | 2048 | 61500 | 68.4 |
| Multi-Input combinational cell | 1258 | 15800 | 17.5 |
[kinds of logic (layout without fill, tap and decap cells)]
group	Yosys count	in the layout
compound gates	416	416
flops	2048	2048
simple gates	330	330
buf+inv	233	571
other cells	0	4
mux	512	512
[routing by layer]
metal,vias up,share of wire [%]
li1,15433,-
met1,18968,34
met2,2100,48
met3,310,15
met4,10,2.9
met5,-,0.16
[final timing paths]
kind,from,endpoint,slack (ps)
setup / recovery,addr[0],dout[0],4720
hold / removal,di[6],guts[9][6],3130
